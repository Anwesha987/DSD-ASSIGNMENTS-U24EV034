<file path="design.v">
module carry_lookahead_adder_8bit (
    input [7:0] a,
    input [7:0] b,
    input cin,
    output [7:0] sum,
    output cout
);
    wire [7:0] p, g;      
    wire [8:0] c;         
    assign p = a ^ b;     
    assign g = a & b;     
    assign c[0] = cin;
    assign c[1] = g[0] | (p[0] & c[0]);
    assign c[2] = g[1] | (p[1] & g[0]) | (p[1] & p[0] & c[0]);
    assign c[3] = g[2] | (p[2] & g[1]) | (p[2] & p[1] & g[0]) | (p[2] & p[1] & p[0] & c[0]);
    assign c[4] = g[3] | (p[3] & g[2]) | (p[3] & p[2] & g[1]) |
                 (p[3] & p[2] & p[1] & g[0]) |
                 (p[3] & p[2] & p[1] & p[0] & c[0]);
    assign c[5] = g[4] | (p[4] & g[3]) | (p[4] & p[3] & g[2]) |
                 (p[4] & p[3] & p[2] & g[1]) |
                 (p[4] & p[3] & p[2] & p[1] & g[0]) |
                 (p[4] & p[3] & p[2] & p[1] & p[0] & c[0]);
    assign c[6] = g[5] | (p[5] & g[4]) | (p[5] & p[4] & g[3]) |
                 (p[5] & p[4] & p[3] & g[2]) |
                 (p[5] & p[4] & p[3] & p[2] & g[1]) |
                 (p[5] & p[4] & p[3] & p[2] & p[1] & g[0]) |
                 (p[5] & p[4] & p[3] & p[2] & p[1] & p[0] & c[0]);
    assign c[7] = g[6] | (p[6] & g[5]) | (p[6] & p[5] & g[4]) |
                 (p[6] & p[5] & p[4] & g[3]) |
                 (p[6] & p[5] & p[4] & p[3] & g[2]) |
                 (p[6] & p[5] & p[4] & p[3] & p[2] & g[1]) |
                 (p[6] & p[5] & p[4] & p[3] & p[2] & p[1] & g[0]) |
                 (p[6] & p[5] & p[4] & p[3] & p[2] & p[1] & p[0] & c[0]);
    assign c[8] = g[7] | (p[7] & g[6]) | (p[7] & p[6] & g[5]) |
                 (p[7] & p[6] & p[5] & g[4]) |
                 (p[7] & p[6] & p[5] & p[4] & g[3]) |
                 (p[7] & p[6] & p[5] & p[4] & p[3] & g[2]) |
                 (p[7] & p[6] & p[5] & p[4] & p[3] & p[2] & g[1]) |
                 (p[7] & p[6] & p[5] & p[4] & p[3] & p[2] & p[1] & g[0]) |
                 (p[7] & p[6] & p[5] & p[4] & p[3] & p[2] & p[1] & p[0] & c[0]);
    assign sum = p ^ c[7:0];  
    assign cout = c[8];
endmodule
</file>
<file path="run.sh">
#!/bin/bash
# OpenROAD 26Q1-2900-gdf79404cd8, Yosys 0.63+post, stock flow scripts
make -C /OpenROAD-flow-scripts/flow DESIGN_CONFIG=/design/flow/config.mk WORK_HOME=/design/flow/orfs finish
</file>
<file path="config.mk">
export PLATFORM = sky130hd
export DESIGN_NAME = carry_lookahead_adder_8bit
export DESIGN_NICKNAME = carry_lookahead_adder_8bit
export VERILOG_FILES = /design/flow/design.v
export SDC_FILE = /design/flow/constraint.sdc
export NUM_CORES = 4
export LEC_CHECK = 1
export CORE_AREA = 10 10 70 70
export DIE_AREA = 0 0 80 80
</file>
<file path="constraint.sdc">
current_design carry_lookahead_adder_8bit

set clk_period 3.4
set clk_io_pct 0.2

create_clock -name clk0 -period $clk_period

set non_clock_inputs [all_inputs -no_clocks]
set_input_delay [expr $clk_period * $clk_io_pct] -clock clk0 $non_clock_inputs
set_output_delay [expr $clk_period * $clk_io_pct] -clock clk0 [all_outputs]
</file>
==> job_summary.md <==
## Implementation flow summary

| Metric | Value |
|---|---|
| Launch point of the worst hold path | a[3] |
| Met3 track demand over resource | under 10% |
| Total number of vias | 412 |
| Global routing usage summed across all routing layers | about 3.4% |
| Die Size | 0.00640 sq mm |
| Sum of overflow across all layers after global routing | 0 |
| Area occupied by registers | 0 sq um |
| Placed wire-length estimate after detailed placement | 1.02 mm |
| Post-detailed-routing wire length | around 1.2 mm |
| Fin Setup TNS | 0 ps |
| Max-cap violation count | 0 |
| Footprint of the multi-input gates | 380 sq um |
| Min-Delay Path Class | input pin to output port |
| Routability-driven placement congestion ratio | 0.808 |
| Critical Path RT | 2720 ps |
| Post-Layout Inst Area | 772 sq um |
| Initial cell density of the core | under 10% |
| Wire length of the first global-routing pass | around 1.8 mm |
| Routed WL per cell | 10.3 microns |
| Cell chain of the critical path | clkdlybuf4s50_1 > ha_1 > a21o_1 > a221o_1 > a21o_1 > clkdlybuf4s50_1 |
| Vias in the first global route | 401 |
| Seq cells | 0 |
| Post-DRT Antenna Nets | 0 |
| Number of I/O pins | 26 |
| Met1 layer usage reported by global route | around 5.6% |
| Unrepaired setup endpoints after global routing | no |
| Vertical die size | 80 microns |
| Final-layout fill cell count | 374 |
| Number of pins exceeding their max-slew limit in the final report | 0 |
| Tightest slew margin relative to the limit | 81.7% |
| DRT iter0 DRCs | 2 |
| Synth-to-layout area growth | 132% |
| Post-synth area from yosys stat | 333 sq um |
| Number of cells in Yosys stat | 41 |
| Most common cell after layout, fill and taps aside | clkdlybuf4s50_1 |
| Number of warnings in the stage logs | 33 |
| Number of clock buffers in the layout | 0 |
| Arrival time reported for the critical path endpoint | 2590 ps |
| Leakage power | 0.362 nW |
| CTS Hold Buffers Added | 0 |
| Chip width | roughly 80 microns |
| Number of warnings reported in the yosys synthesis log | 0 |
| Setup-failing EPs final | 0 |
| Floorplan core area | 0.00342 sq mm |
| Highest clock frequency the design can meet | 306 MHz |
| Post-layout period usage | a little over nine tenths |
| Worst Hold Endpoint | sum[6] |
| Largest stage delay on the critical path | around 400 ps |
| DRT Pass-1 Iters | 2 |
| Slew at the pin closest to its max-slew limit | 272 ps |
| Max FO, Critical Path | 4 |
| Number of rows in the core area | 21 |
| Share of layout cells above drive strength 1 | a little over a fifth |
| Worst supply voltage drop on vdd | about 0.000099 V |
| Most frequent logic cells in the routed design | 19 x clkdlybuf4s50_1, 6 x ha_1, 6 x buf_4, 5 x inv_1, 5 x dlymetal6s2s_1 |
| Maximum number of pins on one net before global-route repair | 5 |
| Average cell area after synthesis | 8.12 sq um |
| Final number of hold-violating endpoints | 0 |
| Startpoint-to-endpoint class of the critical path | input pin to output port |
| Period minus WS final | 3270 ps |
| Run status | complete, no violations |
| Syn Inst Count | 41 |
| Pwr/cell area | 175 mW/mm^2 |
| Register share after synthesis | 0% |
| Number of cells traversed by the worst hold path | 5 |
| Distinct cell type count after synthesis | 19 |
| Count of antenna diodes in the layout | 0 |
| Post-synthesis instance area | 333 sq um |
| Crit-path slowest cell | clkdlybuf4s50_1 |
| Via-to-Cell Ratio | 3.46 |
| Met2 GRT Util | 3.77% |
| Busiest layer in global routing | met1 |
| Critical path capture point type | output port |
| Number of antenna violations at the first check in global routing | 0 |
| Type of origin of the critical path | input pin |
| Number of port buffers | 26 |
| Remaining design rule violation count | 0 |
| Area post-placement | 688 sq um |
-- metrics by stage --
| step | utilization, % | instances | power, W | hold slack (ps) | setup slack, ps |
|---|---|---|---|---|---|
| global placement | 20.1 | 118 | 0.000126 | 2450 | -89.6 |
| global route | 22.6 | 119 | 0.000150 | 2040 | 5.00 |
| floorplan | - | 41 | 0.0000456 | 1530 | 892 |
| CTS | 20.3 | 118 | 0.000126 | 2270 | 11.7 |
| finish | 22.6 | 119 | 0.000135 | 1990 | 130 |
| detailed placement | 20.1 | 118 | 0.000125 | 2450 | -102 |
-- synth_stat cells --
| cell type | number | area [sq um] |
|---|---|---|
| o211ai_1 | 1 | 7.51 |
| nand2_1 | 1 | 3.75 |
| xor2_1 | 2 | 17.5 |
| nor2_1 | 4 | 15.0 |
| a21oi_1 | 2 | 10.0 |
| nor3_1 | 1 | 5.00 |
| a221o_1 | 1 | 10.0 |
| and3_1 | 1 | 6.26 |
| ha_1 | 9 | 113 |
| o41ai_1 | 1 | 8.76 |
| nand3_1 | 2 | 10.0 |
| xnor2_1 | 4 | 35.0 |
| inv_1 | 5 | 18.8 |
| a21o_1 | 2 | 15.0 |
| fa_1 | 1 | 20.0 |
| o2111ai_2 | 1 | 15.0 |
| o21ai_0 | 1 | 5.00 |
| a21oi_2 | 1 | 8.76 |
| and2b_2 | 1 | 8.76 |
-- worst max-delay path, delay by kind of cell --
family,cells,cell delay (ps)
AOI/OAI and AO/OA,3,740
adders and majority gates,1,360
buffers and inverters,2,810
-- area by class of cell --
cell class | instances | share of cell area [%]
multi-input combinational | 36 | 49.3
timing repair buffer | 32 | 40.8
inverter | 5 | 2.43
tap | 46 | 7.46
-- worst max path at each step --
| stage | start | endpoint | slack (ps) |
|---|---|---|---|
| final | a[5] | cout | 130 |
| after global routing | b[3] | cout | 5 |
| after CTS | a[0] | sum[5] | 10 |
-- routing by layer --
| layer | vias to the layer above | routed length (microns) |
|---|---|---|
| li1 | 211 | - |
| met1 | 178 | 642 |
| met2 | 23 | 416 |
| met3 | 0 | 170 |
| met4 | 0 | 0 |
| met5 | - | 0 |
-- cells by family after synthesis --
kind of cell | after synthesis | share of synthesized area [%]
fa+ha+maj | 10 | 39.9
compound gates | 10 | 24.1
xor+xnor | 6 | 15.8
buf+inv | 5 | 5.64
simple gates | 10 | 14.7
-- report_power, final --
group	switching [W]	internal [W]
clock	0	0
combinational	0.0000454	0.0000894
sequential	0	0
total	0.0000454	0.0000894
-- what timing repair did --
| action | in CTS | in global routing |
|---|---|---|
| pin swaps | 5 | 5 |
| endpoints found under the setup margin | 4 | 4 |
| setup buffers | 0 | 1 |
| gates resized | 3 | 12 |
No activity file was given, so power comes from the tool's default toggle rates.
