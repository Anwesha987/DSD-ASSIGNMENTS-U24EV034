===== ./run.sh =====
#!/bin/bash
# OpenROAD 26Q1-2900-gdf79404cd8, Yosys 0.63+post, stock flow scripts
make -C /OpenROAD-flow-scripts/flow DESIGN_CONFIG=/design/flow/config.mk WORK_HOME=/design/flow/orfs finish

===== ./config.mk =====
export PLATFORM = sky130hd
export DESIGN_NAME = ripple_carry_adder_8bit
export DESIGN_NICKNAME = ripple_carry_adder_8bit
export VERILOG_FILES = /design/flow/design.v
export SDC_FILE = /design/flow/constraint.sdc
export NUM_CORES = 4
export LEC_CHECK = 1
export CORE_AREA = 10 10 70 70
export DIE_AREA = 0 0 80 80

===== ./constraint.sdc =====
current_design ripple_carry_adder_8bit

set clk_period 6.1
set clk_io_pct 0.2

create_clock -name clk0 -period $clk_period

set non_clock_inputs [all_inputs -no_clocks]
set_input_delay [expr $clk_period * $clk_io_pct] -clock clk0 $non_clock_inputs
set_output_delay [expr $clk_period * $clk_io_pct] -clock clk0 [all_outputs]

===== ./design.v =====
module full_adder (
    input a, b, cin,
    output sum, cout
);
    assign {cout, sum} = a + b + cin;
endmodule
module ripple_carry_adder_8bit (
    input [7:0] a,
    input [7:0] b,
    input cin,
    output [7:0] sum,
    output cout
);
    wire [6:0] carry;
    full_adder FA0 (a[0], b[0], cin,        sum[0], carry[0]);
    full_adder FA1 (a[1], b[1], carry[0],   sum[1], carry[1]);
    full_adder FA2 (a[2], b[2], carry[1],   sum[2], carry[2]);
    full_adder FA3 (a[3], b[3], carry[2],   sum[3], carry[3]);
    full_adder FA4 (a[4], b[4], carry[3],   sum[4], carry[4]);
    full_adder FA5 (a[5], b[5], carry[4],   sum[5], carry[5]);
    full_adder FA6 (a[6], b[6], carry[5],   sum[6], carry[6]);
    full_adder FA7 (a[7], b[7], carry[6],   sum[7], cout);
endmodule

==> Changelog: implementation <==
## Implementation

- Worst Hold Depth: 5
- Top cells excl fill/tap: 23 x clkdlybuf4s50_1, 7 x fa_2, 6 x inv_1
- Top area cell types: fa_1 62%, buf_4 23%, inv_1 15%
- Max-cap violations: 0
- Final Hold Viols: 0
- Via count: 217
- Slew at the pin closest to its max-slew limit: about 0.10 ns
- Top area contributor share: 0.6214
- Flop count: 0
- Fraction of layout cells with a size suffix above 1: 0.2500
- Finished Layout Cells: 90
- YS chip area: 257.7 µm²
- Max VDD drop: 26.06 µV
- Fill cells: a little under 400
- Origin of the worst min-delay path: b[7]
- Input/output buffers: 26
- Type of the worst min-delay path: in -> out
- Synth Instances: 26
- Post-route clock period utilization: 0.9751
- Clock buf count: 0
- Syn_area_per_cell: 9.913 µm²
- Die ar.: roughly 6400 µm²
- Max Slew Vio Count: 0
- Gate Area: 177.7 µm²
- Reg area: 0 µm²
- Setup Crit Path Kind: in -> out
- Final WL: 750 µm
- Die x size: 80 µm
- TritonRoute pass-1 iters: 1
- Routed WL per cell: 8.333 µm
- Post-synth cell types: 3
- Outcome: completed
- Synth Cell Area: 257.7 µm²
- Die Y: 80 µm
- CP max FO: 1
- Total track usage: 0.02140
- Syn-to-layout area delta: 105.3%
- Placed insts: about 90
- Cell Rows: 21
- Final setup violation count: 0
- Pwr/cell area: 85.26 nW/µm²
- Post-synth seq share: 0
- Hpwl dp: 758.5 µm
- Setup crit start kind: input port
- First-pass GRT wire length: 1104 µm
- Period minus WS final: 5.948 ns
- RePlAce Congestion: 0.8196
- FP Core Util: 0.07546
- 1st-iter DRT viols: 0
- Finished Cell Area: 529.3 µm²
- Antenna violations before repair: 0
- # diodes: 0
- Worst endpoint required time: 4.88 ns
- Via count of the first global-routing pass: between 200 and 250
- Pre-CTS setup slack: -0.3778 ns
- Commonest Layout Cell: clkdlybuf4s50_1
- Via/cell ratio: 2.411
- Core box area: 3416 µm²
- Largest net degree at the start of global routing: 2
- WHS Endpoint: sum[7]
- CP arrival: 4.73 ns
- Slew HR: 0.9303
- Hold_ws: 3.319 ns
- Final WS setup: 0.1517 ns
- Area leader, netlist: fa_1
- Remaining DRCs: 0
- Maximum clock frequency: 168.1 MHz
- Tool warnings: 32
- IO Count: 26
- Area after DPL: 515.5 µm²
- Yosys Warn Count: 0
- Yosys stat cell total: 26
- Leakage Power: just over 0.0002 µW
- Grt total ovfl: 0
- Antenna Nets Post-Route: 0
- Crit path capture type: output port
- RSZ-0062 raised after global routing: no
==> cell families (layout without fill, tap and decap cells) <==
family | after synthesis | after routing | share of synthesized area
buf+inv | 18 | 36 | 0.3787
fa+ha+maj | 8 | 8 | 0.6213
==> power by group <==
| part | switching (µW) | internal, µW | total [µW] |
|---|---|---|---|
| Clock | 0 | 0 | 0 |
| Combinational | 12.5 | 32.6 | 45.1 |
| Sequential | 0 | 0 | 0 |
==> how the worst max path moves through the flow <==
stage / startpoint / end / slack, ns / depth (start not counted)
finish: cin / sum[7] / 0.15 / 14
global route: cin / sum[7] / 0.01 / 14
CTS: cin / sum[7] / 0.0006 / 14
==> synthesized netlist by cell type <==
| library cell | number |
|---|---|
| inv_1 | 10 |
| buf_4 | 8 |
| fa_1 | 8 |
==> layer usage <==
| layer | track usage | wire length [µm] |
|---|---|---|
| met1 | 0.03232 | 383 |
| met2 | 0.02488 | 197 |
| met5 | 0 | 0 |
| met4 | 0 | 0 |
| met3 | 0.01477 | 169 |
==> worst max-delay path, stage by stage <==
cell	delay (ns)
clkdlybuf4s50_1	0.39
inv_1	0.07
fa_2	0.19
inv_2	0.04
fa_2	0.35
fa_2	0.36
fa_2	0.35
fa_2	0.34
fa_2	0.34
fa_2	0.34
inv_2	0.06
fa_1	0.40
inv_1	0.06
dlygate4sd2_1	0.20
==> through the flow <==
stage                     setup TNS, ns  power (µW)  utilization
after floorplan                       0       21.80            -
after global placement          -0.3690       45.75       0.1509
after detailed placement        -0.4020       46.00       0.1509
after CTS                             0       47.44       0.1549
after global routing                  0       51.44       0.1549
final                                 0       45.12       0.1549
==> final cells by class <==
class              count  area share
well taps             46      0.1087
repair buffers        26      0.4846
inverters             10     0.07092
multi-input cells      8      0.3357
==> repair_timing <==
| item | CTS | global route |
|---|---|---|
| buffers inserted | 0 | 0 |
| resized | 14 | 0 |
| gates cloned | 0 | 0 |
| pin swaps | 7 | 4 |
| hold buffers | 0 | 0 |
| endpoints found under the setup margin | 2 | 3 |
Power figures rest on the tool's default switching activity, not on a simulated workload.
